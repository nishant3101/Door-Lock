[flow/run.sh]
#!/bin/bash
# OpenROAD 26Q1-2900-gdf79404cd8, Yosys 0.63+post, stock flow scripts
make -C /OpenROAD-flow-scripts/flow DESIGN_CONFIG=/design/flow/config.mk WORK_HOME=/design/flow/orfs finish
[flow/config.mk]
export PLATFORM = sky130hd
export DESIGN_NAME = Decoder
export DESIGN_NICKNAME = Decoder
export VERILOG_FILES = /design/flow/design.v
export SDC_FILE = /design/flow/constraint.sdc
export NUM_CORES = 4
export LEC_CHECK = 1
export CORE_UTILIZATION = 30
[flow/constraint.sdc]
current_design Decoder

set clk_period 4.0
set clk_io_pct 0.2

create_clock -name clk0 -period $clk_period [get_ports {clk}]

set non_clock_inputs [all_inputs -no_clocks]
set_input_delay [expr $clk_period * $clk_io_pct] -clock clk0 $non_clock_inputs
set_output_delay [expr $clk_period * $clk_io_pct] -clock clk0 [all_outputs]
[flow/design.v]
`timescale 1ns / 1ps
module Decoder(
    clk,
    Row,
    Col,
    DecodeOut,
    detect,
    flagfinal
    );
    input clk;						 
    input [3:0] Row;				 
    output [3:0] Col;			 
    output [3:0] DecodeOut;	 
    output flagfinal;
    output reg detect;
	reg [3:0] Col;
	reg flag;
	reg flag1;
	reg flag2;
	reg flag3;
	reg [3:0] DecodeOut;
	reg [19:0] sclk;
	always @(posedge clk) begin
			if (sclk == 20'b00011000011010100000) begin
				Col <= 4'b0111;
				sclk <= sclk + 1'b1;
			end
			else if(sclk == 20'b00011000011010101000) begin
				if (Row == 4'b0111) begin
					DecodeOut <= 4'b0001;	
					flag<=1'b1;	 
				end
				else if(Row == 4'b1011) begin
					DecodeOut <= 4'b0100; 
					flag<=1'b1;		 
				end
				else if(Row == 4'b1101) begin
					DecodeOut <= 4'b0111; 
					flag<=1'b1;		 
				end
				else if(Row == 4'b1110) begin
					DecodeOut <= 4'b0000;
					flag<=1'b1; 		 
				end
				else begin
                    flag<=1'b0;end
				sclk <= sclk + 1'b1;
            end
			else if(sclk == 20'b00110000110101000000) begin
				Col<= 4'b1011;
				sclk <= sclk + 1'b1;
			end
			else if(sclk == 20'b00110000110101001000) begin
				if (Row == 4'b0111) begin
					DecodeOut <= 4'b0010; 
					flag1<=1'b1;		 
				end
				else if(Row == 4'b1011) begin
					DecodeOut <= 4'b0101; 
					flag1<=1'b1;		 
				end
				else if(Row == 4'b1101) begin
					DecodeOut <= 4'b1000;
					flag1<=1'b1; 		 
				end
				else if(Row == 4'b1110) begin
					DecodeOut <= 4'b1111;
					flag1<=1'b1; 		 
				end
				else begin
				    flag1<=1'b0; end
				sclk <= sclk + 1'b1;   
			end
			else if(sclk == 20'b01001001001111100000) begin
				Col<= 4'b1101;
				sclk <= sclk + 1'b1;
			end
			else if(sclk == 20'b01001001001111101000) begin
				if(Row == 4'b0111) begin
					DecodeOut <= 4'b0011;
					flag2<=1'b1; 		 
				end
				else if(Row == 4'b1011) begin
					DecodeOut <= 4'b0110;
					flag2<=1'b1; 		 
				end
				else if(Row == 4'b1101) begin
					DecodeOut <= 4'b1001;
					flag2<=1'b1; 		 
				end
				else if(Row == 4'b1110) begin
					DecodeOut <= 4'b1110;
					flag2<=1'b1; 		 
				end
                else begin
                    flag2<=1'b0; end
				sclk <= sclk + 1'b1;
			end
			else if(sclk == 20'b01100001101010000000) begin
				Col<= 4'b1110;
				sclk <= sclk + 1'b1;
			end
			else if(sclk == 20'b01100001101010001000) begin
				if(Row == 4'b0111) begin
					DecodeOut <= 4'b1010;
					flag3<=1'b1;  
				end
				else if(Row == 4'b1011) begin
					DecodeOut <= 4'b1011;
					flag3<=1'b1;  
				end
				else if(Row == 4'b1101) begin
					DecodeOut <= 4'b1100;
					flag3<=1'b1;
				end
				else if(Row == 4'b1110) begin
					DecodeOut <= 4'b1101;  
					flag3<=1'b1;
				end
				else  begin
				flag3<=1'b0; end
				sclk <= 20'b00000000000000000000;
			end
			else begin
				sclk <= sclk + 1'b1;
			end
end
assign flagfinal =flag || flag1 || flag2 || flag3;
endmodule
==> Changelog: implementation <==
### Metrics

* Syn-to-layout area delta at 15.91%
* Clock power frac at 39.6%
* Core Area at 5205 um^2
* Crit-path cells: clkdlybuf4s50_1 -> xor2_1 -> a21oi_1 -> mux2i_1 -> nand3_1 -> nor2_1
* Min-delay src: sclk[0]$_DFF_P_
* Root buffer cell: clkbuf_8
* FP Rows at 26
* CTS tree: done
* Yosys warnings at 2
* CP endpoint kind: flip-flop
* Int Power at 0.4593 mW
* Chip area at 5832 um^2
* DRC viols at 0
* Ys cells at 168
* Status: complete, no violations
* Overall routed net length at 3049 um
* Proportion of layout cells with a drive suffix above 1 at 10.44%
* FP Util at 31.87%
* Die width at 76.37 um
* Synth top cell by count: dfxtp_1
* Post-synth cell types at 43
* Max-cap violations at 0
* CP max-delay cell: clkdlybuf4s50_1
* Slew margin rel. at 63.26%
* Leak pwr at 0.7341 nW
* Buffers on Ports at 13
* Vias in the first global route at 1160
* Vias/cell at 4.829
* Register Area at 720.7 um^2
* Post CTS Setup Buffer Count at 0
* Comb pwr share at 2.9%
* Crit path max fanout at 8
* Area of the multi-input gates at 897.1 um^2
* Final Cycle Share at 61.92%
* Net Sw Power at 0.1169 mW
* Final hold violations at 0
* Synthesis area per yosys at 1659 um^2
* Crit Path Class: input pin to flip-flop
* PD cells at 299.6 nW/um^2
* Top cells, area: dfxtp_1 29%, edfxtp_1 14%, xnor2_1 5.8%
* Setup Total Neg Slack at 0 ns
* Worst hold path class: flip-flop to flip-flop
* Log Warnings at 26
* Largest area contributor in the netlist: dfxtp_1
* Yosys top cell area share at 28.96%
* DR iter-0 viols at 32
* Sequential share of power at 57.5%
* Register area share after synthesis at 43.44%
* Slowest cell delay on critical path at 0.62 ns
* Crit path DAT at 2.43 ns
* Hold Buf Count CTS at 0
* Initial antenna violation count at 0
* Via count at 1217
* Maximum number of pins on one net before global-route repair at 10
* Setup crit start kind: input pin
* VDD IR max at 0.1276 mV
* Worst Hold End: sclk[0]$_DFF_P_
* Minimum hold slack at 0.4608 ns
* Async set or reset register ratio after synthesis at 0%
* Crit path time final at 2.477 ns
* Synth top cells by count: 24 x dfxtp_1, 17 x nor2_1, 16 x nand3_1
* Global-route wire length before repair at 5319 um
* Worst-margin pin slew at 0.5499 ns
* Ys flops at 32
* Fmax achieved at 0.4037 GHz
* Hpwl dp at 2242 um
* Placed inst area at 1847 um^2
* RSZ-0062 raised after global routing: no
* Final Cell Area at 1923 um^2
* GR Util All Layers at 11.46%
* Switch share at 20.29%
* First-pass DRT Iterations at 4
* Post-synthesis cell count at 168
* FF-to-FF path depth at 5
* RR Endpoint: DecodeOut[0]$_DFFE_PP_
* CTS Buf Count at 5
* Worst reg2reg startpoint: sclk[12]$_DFF_P_
* Gr ovfl total at 0
* Mapped Avg Cell Area at 9.876 um^2
* Fill count at 528
* Clk buf depth at 2
* Final setup fails at 0
* Clock latency (worst-skew pair) at 0.28 ns
* RD Place Congestion at 0.8185
* Top cell family by delay on the critical path: buffers and inverters
* CP required at 3.96 ns
* Routed Antenna Nets at 0
* Max Clock Skew at 0.001779 ns
* Top-Level Pins at 15
* Ant. Diodes at 0
* Reg2Reg Setup Slack at 1.97 ns
* Resize count post-CTS at 0
* CP Buf/Inv Count at 1
* EDFF count, synth at 8
* Wire per inst at 12.10 um
* Sink Count at 32
* Synth Cell Area at 1659 um^2
* H-tree depth at 2
* Hold path depth at 1
* Clk slew on worst S/H paths at 0.06 ns
* Max Slew Vio Count at 0
* Dominant flop cell: dfxtp_1
* Die Height at 76.37 um
-- power groups by stage --
stage | Sequential, mW | Clock [mW] | Combinational [mW]
4_1_cts | 0.331 | 0.233 | 0.0168
5_1_grt | 0.331 | 0.248 | 0.0187
6_report | 0.331 | 0.228 | 0.0166
-- final cells by class --
type	count	area share (%)
Inverter	3	0.5856
Tap cell	70	4.554
Timing Repair Buffer	13	6.766
Sequential cell	32	37.48
Multi-Input combinational cell	127	46.65
Clock buffer	7	3.969
-- flip-flops by register name (all words and copies together), names as in the netlist --
signal     flops
Col            4
DecodeOut      4
flag           1
flag1          1
flag2          1
flag3          1
sclk          20
-- cells in the final DEF (no fill, tap or decap), types with 3 or more instances in the layout --
cell | Yosys | layout
xor2_1 | 9 | 9
o21ai_0 | 3 | 3
nand4_1 | 5 | 5
clkbuf_8 | 0 | 5
and4_1 | 3 | 3
nor2_1 | 17 | 17
dfxtp_1 | 24 | 24
inv_1 | 3 | 3
o21ai_1 | 3 | 3
and3_1 | 4 | 4
a21oi_1 | 5 | 5
edfxtp_1 | 8 | 8
mux2i_1 | 5 | 5
nor2b_1 | 4 | 4
nand3_1 | 16 | 16
xnor2_1 | 11 | 11
nor3_1 | 4 | 4
clkdlybuf4s50_1 | 0 | 13
nand2_1 | 8 | 8
-- cells by family after synthesis --
| kind of cell | synth area share (%) |
|---|---|
| flops | 43.44 |
| mux | 3.017 |
| compound gates | 4.977 |
| xor+xnor | 10.56 |
| buf+inv | 2.489 |
| fa+ha+maj | 1.508 |
| other cells | 0.2260 |
| simple gates | 33.79 |
-- worst reg2reg max path: cells and delay by family, from the launching register on --
family        cells  cell delay [ns]
simple gates      5             1.35
flops             1             0.37
-- worst max path at each step --
| stage | start | slack (ns) | end | cells after the start |
|---|---|---|---|---|
| global route | Row[3] | 1.36 | DecodeOut[0]$_DFFE_PP_ | 6 |
| CTS | Row[2] | 1.51 | DecodeOut[0]$_DFFE_PP_ | 6 |
| finish | Row[2] | 1.52 | DecodeOut[0]$_DFFE_PP_ | 6 |
-- routing by layer --
| layer | track usage [%] | part of all wire [%] | routed length [um] |
|---|---|---|---|
| met3 | 4.380 | 5.1 | 155 |
| met2 | 18.02 | 45 | 1360 |
| met1 | 15.58 | 48 | 1473 |
| met5 | 0 | 0 | 0 |
| met4 | 1.731 | 1.9 | 59 |
-- stage by stage --
step                cells  power [mW]  util [%]  setup WS (ns)
finish                252      0.5762     36.95          1.523
CTS                   252      0.5815     36.95          1.513
global placement      245      0.3550     35.48          1.274
floorplan             168      0.3505         -          1.810
global route          252      0.5979     36.95          1.360
detailed placement    245      0.3553     35.48          1.214
Power figures rest on the tool's default switching activity, not on a simulated workload.
